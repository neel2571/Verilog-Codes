`flow/run.sh`:
```
#!/bin/bash
# OpenROAD 26Q1-2900-gdf79404cd8, Yosys 0.63+post, stock flow scripts
make -C /OpenROAD-flow-scripts/flow DESIGN_CONFIG=/design/flow/config.mk WORK_HOME=/design/flow/orfs finish
```
`flow/config.mk`:
```
export PLATFORM = sky130hd
export DESIGN_NAME = approxlp
export DESIGN_NICKNAME = approxlp
export VERILOG_FILES = /design/flow/design.v
export SDC_FILE = /design/flow/constraint.sdc
export NUM_CORES = 4
export LEC_CHECK = 1
export CORE_UTILIZATION = 30
```
`flow/constraint.sdc`:
```
current_design approxlp

set clk_period 31.9
set clk_io_pct 0.2

create_clock -name clk0 -period $clk_period [get_ports {clk}]

set non_clock_inputs [all_inputs -no_clocks]
set_input_delay [expr $clk_period * $clk_io_pct] -clock clk0 $non_clock_inputs
set_output_delay [expr $clk_period * $clk_io_pct] -clock clk0 [all_outputs]
```
`flow/design.v`:
```
module approxlp(input  wire clk,
			  input  wire[32-1:0] a1,
              input  wire[32-1:0] b1,
              input  wire[1:0] t1,
              output reg[32-1:0] y);
reg [32-1:0] a,b;
wire [32-1:0]y1;
reg normalized;
reg [24:0] product;
reg s;
reg G;
reg R;
reg S;
reg [1:0]t;
reg [24-2:0] m;
reg [8-1:0] e;
reg [24-2+1:0] sum;
reg [24-2:0]diff1,diff2;
always @(posedge clk) 
    begin
        a = {a1};
        b = {b1};
        y = y1; 
        t=t1;
    end
always @(*) 
    begin
    sum = a[22:0]+b[22:0];
    diff1 = a[22:0]-b[22:0];
    diff2 = b[22:0]-a[22:0];
    if (a[22:0]>=b[22:0])
    begin
    product={1'b0,a[22:0]}+{b[22:0],1'b0}+{1'b1,23'b0};
        if(t==2'b10||t==2'b11)
        begin
          if (sum[23]==1) begin
          product=product+a[22:1]-{1'b1,22'b0};
          if(t==2'b11)
            begin
            if (sum[23:22]==2'b11) begin
               product=product+a[22:2]-{1'b1,21'b0}; 
            end 
            else if(diff1[22]==1'b1)begin
               product=product-a[22:2]+{1'b1,21'b0};  
            end
            else begin
               product=product-b[22:2]+{1'b1,20'b0}; 
            end   
            end
          end else begin
          product=product-b[21:0];
          if(t==2'b11)
            begin
            if (diff1[22]==1'b1) begin
               product=product+b[22:2]; 
            end 
            else if(sum[23:22]==2'b00)begin
               product=product-b[22:2];  
            end
            else begin
               product=product+a[22:2]-{1'b1,20'b0}; 
            end   
            end  
          end
        end
    end 
    else begin
    product={1'b0,b[22:0]}+{a[22:0],1'b0}+{1'b1,23'b0};
        if(t==2'b10||t==2'b11)
        begin
          if (sum[23]==1) begin
          product=product+b[22:1]-{1'b1,22'b0};
          if(t==2'b11)
            begin
            if (diff2[22]==1'b1) begin
               product=product-b[22:2]+{1'b1,21'b0}; 
            end 
            else if(diff1[22]==1'b1)begin
               product=product+b[22:2]-{1'b1,21'b0};  
            end
            else begin
               product=product-a[22:2]+{1'b1,20'b0}; 
            end   
            end
          end else begin
          product=product-a[21:0];
          if(t==2'b11)
            begin
            if (diff2[22]==1'b1) begin
               product=product+a[22:2]; 
            end 
            else if(sum[23:22]==2'b00)begin
               product=product-a[22:2];  
            end
            else begin
               product=product+b[22:2]-{1'b1,20'b0}; 
            end   
            end  
          end
        end   
    end
    S = |product[21:0]; 
    normalized = product[24:23];
    if(normalized==2'b01) product = product << 1;
    else if(normalized==2'b10||normalized==2'b11) product=product<<2; 
    else product = product;
    m = product[22:0];
    s = a[31] ^ b[31];
    e = a[30:23] + b[30:23] - 127 + normalized;
    end
assign y1 = {s, e, m};
endmodule
```
==> results.yml <==
# flow metrics
outcome:
  status: "finished, final reports clean"
sta:
  finalCritPeriodShare: 0.322
  hold_viol: 0
  whs_ns: 0.421
  grt_setup_unrepaired: "false"
  period_needed_ns: 10.27
  fin_skew_ns: 0.0259
  fmax_mhz: 97.4
  max_slew.worst_pin.slew_ns: 1.02
  drv_slew: 0
  setup_tns_ns: 0
  relSlewSlack: 0.322
  setup_violations: 0
global_routing:
  grt_overflow: 0
  grt_max_degree: 51
  antenna_found_initial: 1
  grt_pass1_wl_um: 167000
  first_global_vias: 27300
  grt_usage: 0.241
route:
  wire_per_inst_um: 23.0
  drc: 0
  dr.pass1.iters: 5
  routed_wl_um: 112000
  drtIter0Drc: 2206
  avgViaCountPerCell: 5.84
  detail-route-antenna-nets: 0
  vias: 28500
power_and_ir_drop:
  p_int_mw: 1.22
  p_switching_mw: 1.54
  leakage_nw: 13.5
  power.density_mw_per_mm2: 90.8
  seq_power_share: 0.058
  p_sw_frac: 0.558
  comb_power_share: 0.896
  vdd_drop_max_v: 0.0000346
  clockPowerShare: 0.046
floorplanning:
  pin_count: 99
  core.rowCount: 110
  die_w_um: 304
  die_h_um: 304
  initCoreUtil: 0.304
  chipArea_sq_mm: 0.0927
  core_sq_mm: 0.0903
hold_path:
  hold_class: "flip-flop to flip-flop"
synthesis:
  ys_seq_frac: 0.0715
  top_area_frac: 0.270
  synth_cell_type_count: 96
  synthTopLogicFamily: "AND-OR/OR-AND gates"
  syn_area_per_cell_sq_um: 7.58
  ys_cells: 3620
  ys_sh_aoi: 0.319
  ys.flops: 98
  topCellsByArea: "ha_1 (27%), a21oi_1 (7.2%), dfxtp_1 (7.2%)"
  ys_sh_simple: 0.160
  synth_area_leader_cell: "ha_1"
  syn-cell-area_sq_mm: 0.0274
  muxShareOfSynthArea: 0.0313
  adder_share: 0.285
  ys_async_sr_fraction: 0
  synthXorXnorAreaFrac: 0.0918
  ys_area_sq_mm: 0.0274
  synth-edff-count: 0
  synth-main-ff-cell: "dfxtp_1"
  ys_warn_count: 1
  postSynthCellCount: 3620
clocking:
  clk_latency_ns: 0.42
  htree_levels: 3
  cts_buffer_depth: 2
  postCtsSetupBuffers: 0
  cts.clk_slew.worst_paths_ns: 0.09
  post_cts_resize_count: 0
  cts_tree: "built"
  clockRootBuffer: "clkbuf_16"
  clock_sinks: 98
  ctsHoldBuffers: 0
  numCtsBuffers: 9
final_layout:
  fin_cells: 4878
  drive_above_1_share: 0.0454
  final_core_util: 0.337
  final_common_cell: "ha_1"
  final_cell_mix: "ha_1 (592), a21oi_1 (391), nor2_1 (319)"
  nFillCells: 9570
  final_area_sq_mm: 0.0304
  syn_to_final_growth_pct: 10.9
worst_setup_path:
  critPathMaxStageDelay_ns: 0.61
  path_common_cell: "ha_1"
  cp_num_buf_inv: 2
  cp_max_fo: 24
  critical_path_class: "flip-flop to flip-flop"
  worstSetupEndpointType: "flip-flop"
  cp_slowest_cell: "a2111oi_0"
  crit_required_ns: 32.23
  crit_family: "AND-OR/OR-AND gates"
  cp.arrival_ns: 10.60
  critPathLaunchType: "flip-flop"
placed_design:
  hpwl_um: 92200
  dpl-instance-area_sq_mm: 0.0301
  port_buffers: 98
  dp_cells: 4861
  gp_congestion: 1.06
flow_run:
  cap_violations: 0
  warnings: 158
## through the flow
stage / setup slack [ns] / power [mW]
2_1_floorplan: 23.29 / 1.96
3_3_place_gp: 21.62 / 2.59
3_5_place_dp: 21.62 / 2.59
4_1_cts: 21.57 / 2.73
5_1_grt: 20.94 / 3.02
6_report: 21.63 / 2.76
## cells by family after synthesis
| logic type | count (synthesis) |
|---|---|
| flip-flops | 98 |
| buffers and inverters | 302 |
| adder cells (fa/ha/maj) | 613 |
| AND-OR/OR-AND | 1323 |
| XOR/XNOR | 284 |
| multiplexers | 67 |
| AND/OR/NAND/NOR | 933 |
## flip-flops by register name (all words and copies together), names as in the netlist
name / count
t: 2
b: 32
a: 32
y: 32
## power by group through the flow
stage	combinational [mW]	sequential (mW)	clock, mW
final	2.48	0.161	0.127
after global routing	2.72	0.164	0.137
after CTS	2.44	0.161	0.133
## final cells by class
class,instances,area (sq um),area share
Multi-Input combinational cell,3220,24400,0.802
Inverter,197,739,0.0243
Sequential cell,98,1960,0.0645
Clock buffer,10,239,0.00786
Tap cell,1176,1470,0.0484
Antenna cell,1,2.50,0.0000823
Timing Repair Buffer,170,1520,0.0500
Clock inverter,6,78.8,0.00259
## synth_stat cells (25+ instances only)
master and n:
a211oi_1 93, a21o_1 111, a21oi_1 392, a31oi_1 30
clkbuf_1 81, dfxtp_1 98, ha_1 592, inv_1 196
mux2i_1 34, nand2_1 215, nand2b_1 48, nand3_1 71
nand4_1 29, nor2_1 321, nor2b_1 45, nor3_1 88
o211ai_1 50, o21a_1 55, o21ai_0 209, o21bai_1 76
o31ai_1 31, or3_1 25, xnor2_1 196, xor2_1 84
## final timing paths
check / slack [ns] / to / depth (start not counted) / start
worst min-delay path: 0.42 / y[31] / 1 / a[31]
worst max register to register: 21.63 / y[29] / 40 / b[1]
worst max-delay path: 21.63 / y[29] / 40 / b[1]
worst min register to register: 0.42 / y[31] / 1 / a[31]
## metal layers
layer | part of all wire | up-vias | track usage
li1 | - | 13800 | -
met1 | 0.44 | 13500 | 0.339
met2 | 0.44 | 1075 | 0.381
met3 | 0.078 | 162 | 0.0360
met4 | 0.036 | 0 | 0.0765
met5 | 0 | - | 0
Power is estimated from default activity; no workload was simulated.
