[flow/run.sh]
#!/bin/bash
# OpenROAD 26Q1-2900-gdf79404cd8, Yosys 0.63+post, stock flow scripts
make -C /OpenROAD-flow-scripts/flow DESIGN_CONFIG=/design/flow/config.mk WORK_HOME=/design/flow/orfs finish
[flow/config.mk]
export PLATFORM = sky130hd
export DESIGN_NAME = cfpu
export DESIGN_NICKNAME = cfpu
export VERILOG_FILES = /design/flow/design.v
export SDC_FILE = /design/flow/constraint.sdc
export NUM_CORES = 4
export LEC_CHECK = 1
export CORE_UTILIZATION = 50
[flow/constraint.sdc]
current_design cfpu

set clk_period 25.1
set clk_io_pct 0.2

create_clock -name clk0 -period $clk_period [get_ports {clk}]

set non_clock_inputs [all_inputs -no_clocks]
set_input_delay [expr $clk_period * $clk_io_pct] -clock clk0 $non_clock_inputs
set_output_delay [expr $clk_period * $clk_io_pct] -clock clk0 [all_outputs]
[flow/design.v]
module cfpu (input  wire clk,
			  input  wire[32-1:0] a1,
              input  wire[32-1:0] b1,
              output reg[32-1:0] y);
    reg [32-1:0] a,b,in1,in2;
    wire [32-1:0] result;
    reg [32-1:0] y1;
    reg [24-2:0] m;
    reg [8-1:0] e;
    reg s;
    always @(posedge clk) begin
        a = {a1};
        b = {b1};
        y = y1; 
    case(a[22:0])       
        22'b0:begin
           in1=a;
           in2=b; 
        end
        default:begin
           in1=b;
           in2=a;
        end
    endcase
    end
top_fp_mul_N32_M23_E8 m1(.clk(clk),.a1(a),.b1(b),.y(result)); 
always @(*)begin
    case (in1[22:0])
       23'b11111111111111111111111 : begin
       s = in1[31] ^ in2[31];   
       e = in1[30:23] + in2[30:23] - 127 + 1'b1;  
       m= in2[22:0];
       y1 = {s, e, m};
       end
       23'b00000000000000000000000 : begin
       s = in1[31] ^ in2[31]; 
       e = in1[30:23] + in2[30:23] - 127; 
       m= in2[22:0];
       y1 = {s, e, m};
       end
        default: begin
       y1=result;
        end
    endcase
end
endmodule
module top_fp_mul_N32_M23_E8(input  wire clk,
			  input  wire[32-1:0] a1,
              input  wire[32-1:0] b1,
              output reg[32-1:0] y);
    reg [24-2:0] m;
    reg [8-1:0] e;
    reg s;
    reg [24*2-1:0] product;
    reg G;
    reg R;
    reg S;
    reg normalized;
    reg [32-1:0] a,b;
    wire [32-1:0] y1;
	always @(posedge clk) begin
        a = {a1};
        b = {b1};
        y = y1; 
	end
	always @(*) begin
        product = {1'b1, a[22:0]} * {1'b1, b[22:0]};
        S = |product[21:0]; 
        normalized = product[2*23+1];
        if(!normalized) product = product << 1; 
        else product = product;
        s = a[31] ^ b[31];
        m = product[2*23:23+1] + (product[23] & (product[22] | S));
        e = a[30:23] + b[30:23] - 127 + normalized;
	end
	assign y1 = {s, e, m};
endmodule 
==> Table 3: Implementation characteristics <==
Physical implementation characteristics

Parameter                              Value

Min path
  Hold-critical path depth    0
  Sink of the worst hold path    m1.a[3]
  Startpoint of the most critical hold path    a[3]
  Hold WC Path Type    flop to flop

Critical path
  R2R depth    35
  Crit path required time    25.53 ns
  Worst path slowest cell    sky130_fd_sc_hd__dfxtp_1
  Category of the worst setup path launch point    flop
  Reg-to-Reg End    m1.y[22]
  Minimum setup slack among reg-to-reg paths    14.64 ns
  Reg2reg start    m1.b[8]
  Worst EP arrival    approximately 11 ns
  Maximum fanout along the worst path    31
  Kind of end point of the critical path    flop
  Cell type with the highest occurrence count on the critical path    sky130_fd_sc_hd__inv_1
  Kind of critical path    flop to flop
  Maximum cell stage delay along the critical path    slightly below 0.9 ns

Final layout
  Final non-filler cell total    3,635
  Filler cell count    4,660
  Area Growth Syn to Fin    9.690%
  Fraction of final layout cells sized beyond drive strength 1    5.852%

Yosys
  Share of flip-flops with an asynchronous set or reset    0%
  Post-synth tally of flip-flops with integrated enable    0
  Synthesis area per yosys    0.02727 mm²
  Cell count in the Yosys report    2,872
  Fraction of the yosys area taken by sequential cells    18.79%
  Ys flops    about 260
  Mean instance size in the synthesized netlist    9.496 µm²
  Number of instances in the synthesized netlist    2,872
  Most used flip-flop cell after synthesis    sky130_fd_sc_hd__dfxtp_1
  Yosys Warn Count    2
  Post-synthesis cell area    around 0.027 mm²
  Count of unique library cells instantiated by Yosys    roughly 89

STA
  Number of hold violations in the final report    0
  Post-route clock period utilization    41.69%
  Finish-stage setup viols    0
  Max Transition Viols Final    0
  Slew at the pin closest to its max-slew limit    0.8603 ns
  Worst max-slew margin expressed relative to the limit    a little over two fifths
  Min Clock Period, post-route    10.46 ns
  FMAX    95.57 MHz
  Clk_skew    about 0.028 ns
  RSZ-0062 raised after global routing    no
  Sum of negative setup slack    0 ns

Global routing
  Global-route met2 utilization    46.07%
  Total Routing Usage GR    30.16%
  Grt ovf    0
  Met3 GRT Util    10.94%
  Layer carrying the most global-route usage    met2
  GRT met1 Usage    43.73%
  Via count of the first global-routing pass    20,610
  Wire length of the first global-routing pass    118,100 µm
  Maximum number of pins on one net before global-route repair    a little under 50
  Antenna violations before repair    1

CTS
  PostCTS Resize Cnt    0
  Number of clock sinks seen by CTS    256
  Clock tree from TritonCTS    done
  # H-tree levels    1
  Max Buffers Root-to-Sink    3
  Clock insertion delay at the later pin of the skew report    0.55 ns
  Post-CTS Repair Setup Buffers    0
  Root cell of the clock tree    sky130_fd_sc_hd__clkbuf_16
  Post-CTS Hold Fix Bufs    0
  CTS clock-pin slew for the worst setup and hold paths    0.07 ns
  Number of CTS-inserted buffers    26

Floorplanning
  I/O pin count    97
  Die span in x    235.5 µm
  Row Count    ~85
  Fp util    50.68%
  Die Area    0.05548 mm²
  Core Area    0.05381 mm²
  Die Y    235.5 µm

Detailed routing
  Antenna cells    0
  Remaining DRCs    0
  First-iteration detailed-routing DRC count    between 800 and 900
  Final Routed Wirelength    ~74,000 µm
  Iteration count of the initial detailed-routing pass    5
  Via-per-instance ratio    between 5 and 6
  Count of nets left with antenna violations after detail routing    0
  Wire per inst    20.38 µm
  Via count of the routed design    19,310

Job
  Number of max-cap violations    0
  Total number of warnings across the stage logs    26

Placed design
  Buffers on Ports    96
  GPL Wtd Cong    1.014
  HPWL after detailed placement    57,070 µm
  Inst Count DP    3,590

Outcome
  Outcome    complete, no violations
through the flow:
stage / setup WS (ns) / hold slack, ns / cell area (µm²) / utilization [%]
after floorplan: 15.94 / 0.3096 / 27270 / -
after global placement: 14.90 / 0.3110 / 29000 / 53.89
after detailed placement: 14.75 / 0.3121 / 29000 / 53.89
after CTS: 14.68 / 0.3188 / 29910 / 55.59
after global routing: 14.02 / 0.3277 / 29910 / 55.59
final: 14.64 / 0.3187 / 29910 / 55.59
registers in the layout, summed over array words and instances (netlist names):
register / flops
in2: 32
b: 32
m1.a: 32
a: 32
m1.b: 32
y: 32
m1.y: 32
in1: 32
layout by cell type (no fill, tap or decap), drive strengths merged, types with 4 or more instances in the layout:
master	Yosys	routed
inv	584	586
fa	484	484
nand2	364	364
dfxtp	256	256
and2	229	229
ha	203	203
clkdlybuf4s50	0	96
nor2	81	81
a21oi	72	72
o21ai	63	63
xnor2	51	51
buf	18	48
mux2	43	43
a21o	38	38
clkbuf	104	34
nor2b	28	28
xor2	26	26
nand4	22	22
nor3	22	22
nand3	19	19
nor4	16	16
o21bai	14	14
o211ai	12	12
a211oi	11	11
and3	9	9
a22oi	7	7
mux2i	6	6
or3	6	6
o31ai	6	6
clkinv	3	6
o2111ai	5	5
a31oi	5	5
a2111oi	5	5
nor3b	4	4
and4	4	4
bufinv	0	4
or4	4	4
o221ai	4	4
cell type report:
class | count | area, µm² | share of cell area (%)
multi-input combinational | 1907 | 19480 | 65.12
inverter | 587 | 2203 | 7.366
clock buffer | 34 | 742.0 | 2.480
clock inverter | 11 | 172.7 | 0.5772
tap | 696 | 870.8 | 2.911
sequential | 256 | 5125 | 17.13
timing repair buffer | 144 | 1321 | 4.417
cells by family after synthesis:
family | after synthesis | synth area share [%]
compound gates | 272 | 7.093
xor+xnor | 77 | 2.556
fa+ha+maj | 687 | 44.84
buf+inv | 709 | 9.850
flops | 256 | 18.79
mux | 49 | 1.996
simple gates | 822 | 14.87
critical path: cells and delay by family (launching register included):
family | cells | cell delay (ns)
adder cells (fa/ha/maj) | 10 | 4.28
XOR/XNOR | 1 | 0.14
flip-flops | 1 | 0.88
AND/OR/NAND/NOR | 6 | 1.75
AND-OR/OR-AND | 7 | 1.57
buffers and inverters | 11 | 1.71
synthesized netlist by cell type, drive strengths merged, types with 4 or more instances:
master / number / share of area, %
a2111oi: 5 / 0.26
a211oi: 11 / 0.36
a21o: 38 / 1.0
a21oi: 72 / 1.4
a22oi: 7 / 0.21
a31oi: 5 / 0.16
and2: 229 / 5.3
and3: 9 / 0.21
and4: 4 / 0.13
buf: 18 / 0.33
clkbuf: 104 / 1.4
dfxtp: 256 / 19
fa: 484 / 36
ha: 203 / 9.3
inv: 584 / 8.0
mux2: 43 / 1.8
mux2i: 6 / 0.22
nand2: 364 / 5.0
nand3: 19 / 0.39
nand4: 22 / 0.50
nor2: 81 / 1.1
nor2b: 28 / 0.64
nor3: 22 / 0.42
nor3b: 4 / 0.11
nor4: 16 / 0.42
o2111ai: 5 / 0.22
o211ai: 12 / 0.39
o21ai: 63 / 1.2
o21bai: 14 / 0.39
o221ai: 4 / 0.19
o31ai: 6 / 0.23
or3: 6 / 0.14
or4: 4 / 0.12
xnor2: 51 / 1.7
xor2: 26 / 0.89
worst max-delay path by stage:
stage / to / cells past startpoint / start / slack (ns)
after CTS: m1.y[22] / 35 / m1.b[8] / 14.68
after global routing: m1.y[22] / 35 / m1.b[8] / 14.02
final: m1.y[22] / 35 / m1.b[8] / 14.64
metal layers:
metal  wire length [µm]  part of all wire, %
met1              29970                   40
met2              35250                   48
met3               6740                  9.1
met4               2106                  2.8
met5                  0                    0
