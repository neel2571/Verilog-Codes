`design/flow/config.mk`:
```
export PLATFORM = sky130hd
export DESIGN_NAME = top_fp_mul_N16_M7_E8
export DESIGN_NICKNAME = top_fp_mul_N16_M7_E8
export VERILOG_FILES = /design/flow/design.v
export SDC_FILE = /design/flow/constraint.sdc
export NUM_CORES = 4
export LEC_CHECK = 1
export CORE_UTILIZATION = 40
```
`design/flow/constraint.sdc`:
```
current_design top_fp_mul_N16_M7_E8

set clk_period 8.9
set clk_io_pct 0.2

create_clock -name clk0 -period $clk_period [get_ports {clk}]

set non_clock_inputs [all_inputs -no_clocks]
set_input_delay [expr $clk_period * $clk_io_pct] -clock clk0 $non_clock_inputs
set_output_delay [expr $clk_period * $clk_io_pct] -clock clk0 [all_outputs]
```
`design/flow/design.v`:
```
`timescale 1ns / 1ps
module top_fp_mul_N16_M7_E8(input  wire clk,
			  input  wire[16-1:0] a1,
              input  wire[16-1:0] b1,
              output reg[16-1:0] y);
      reg [9-2:0] m;
      reg [8-1:0] e;
      reg s;
      reg [9*2-1:0] product;
      reg G;
      reg R;
      reg S;
      reg normalized;
      reg [16-1:0] a,b;
      wire [16-1:0] y1;
      always @(posedge clk) begin
          a = {a1};
          b = {b1};
          y = y1; 
      end
      always @(*) begin
          product = {1'b1, a[6:0]} * {1'b1, b[6:0]};
          S = |product[6:0]; 
          normalized = product[2*7+1];
          if(!normalized) product = product << 1; 
          else product = product;
          s = a[15] ^ b[15];
          m = product[2*7:7+1] + (product[8] & (product[7] | S));
          e = a[14:7] + b[14:7] - 127 + normalized;
      end
      assign y1 = {s, e, m};
    endmodule 
```
`design/flow/run.sh`:
```
#!/bin/bash
# OpenROAD 26Q1-2900-gdf79404cd8, Yosys 0.63+post, stock flow scripts
make -C /OpenROAD-flow-scripts/flow DESIGN_CONFIG=/design/flow/config.mk WORK_HOME=/design/flow/orfs finish
```
==> out/qor.txt <==
vias in the first global route - 2498
core footprint - 9196 sq um
vias - 2655
Final Skew - 0.004580 ns
flip-flops with a built-in enable - 0
GRT overflow - 0
Synth cell types - 50
Fillers - 852
P&R area growth vs syn - 17.54%
top sig layer - met4
met1 wire length - 2907 microns
RSZ-0062 raised after global routing - false
Commonest Layout Cell - inv_1
Total Routed Length - 6088 microns
WL met3 - 288 microns
Worst IR Drop VDD - 0.1257 mV
FMAX - 166.7 MHz
Top non-seq family - adder cells
vias per cell - 4.819
Setup TNS - 0 ns
H-tree depth - 2
routed wire length per instance - 11.05 microns
Antenna Violating Nets Remaining - 0
XOR-XNOR Cells, Area Fraction - 5.779%
initial antenna violation count - 0
DIE HEIGHT - 99.32 microns
Routability Congestion - 0.8573
PwrDens - 283.4 nW/um^2
fp util - 41.20%
worst slack, placed - 2.855 ns
kind of critical path - flip-flop to flip-flop
Initial DRT Pass Iterations - 4
yosys stat area - 3789 sq um
GRT Resource Usage Total - 14.15%
share of layout cells above drive strength 1 - 5.455%
most common logic cells in the final layout - inv_1, ha_1, dfxtp_1, clkdlybuf4s50_1, fa_1
Synth Seq Share - 24.31%
HP Class - flip-flop to flip-flop
maxcap violations - 0
antenna cells - 0
warning total across the stage logs - 28
CP Max Fanout - 21
aoi share - 10.50%
die width - 99.32 microns
synthesized area per cell - 9.739 sq um
WP buf/inv - 6
# Cells Yosys - 389
and+or+nand+nor area frac - 14.04%
# Post-CTS Setup Buffers - 0
Iteration-0 DRC Markers - 71
clk latency of the worst-skew pair - 0.30 ns
I/O pin count - 49
Placement Cell Area - 4357 sq um
Num CTS Buffers - 5
Syn Std Cell Area - 3789 sq um
CP Capture Type - flip-flop
Mux area share - 1.387%
first-pass GRT wire length - 11080 microns
Root Driver - clkbuf_8
most used cell, CP - inv_1
Final Hold Violation Tally - 0
max_slew headroom - 69.46%
CP max-delay cell - fa_1
Synth Warn # - 1
Sink Count - 46
post-route clock period utilization - 67.40%
Startpoint Class - flip-flop
routed wl met2 - 2842 microns
Syn Inst Count - 389
largest stage delay on the critical path - 0.54 ns
critical path required time - 9.14 ns
post-route cell area - 4453 sq um
Chip Area - 9864 sq um
Commonest flop - dfxtp_1
leakage power - 0.002139 uW
HPWL after DPL - 5078 microns
post-CTS resize count - 0
Slew @ Worst Pin - 0.4566 ns
clock transition at the registers of the reported paths - 0.09 ns
hold_buf cts - 0
pin count of the biggest net entering global routing - 22
port bufs - 46
status - completed
Final setup viols - 0
DRC violation count after routing - 0
worst setup margin - 2.901 ns
FP Rows - 35
Final Max Tran Viols - 0
arrival time at the worst endpoint - 6.24 ns
CP delay by family, top - adder cells
Post-synth ARST share - 0%
yosys adder share - 35.73%
Max clock buf depth - 2
TritonCTS clock tree - built
ys flops - 46
minimum period implied by the final worst setup slack - 5.999 ns
==> metal layers <==
metal | vias up | GRT usage (%)
li1 | 1356 | -
met1 | 1243 | 22.76
met2 | 52 | 21.58
met3 | 4 | 2.573
met4 | 0 | 1.131
met5 | - | 0
==> final timing paths <==
check	from	to	slack [ns]	depth (start not counted)
worst max-delay path	b[6]$_DFF_P_	y[15]$_DFF_P_	2.90	26
worst min register to register	b[7]$_DFF_P_	y[8]$_DFF_P_	0.46	1
worst min-delay path	b[7]$_DFF_P_	y[8]$_DFF_P_	0.46	1
worst max register to register	b[6]$_DFF_P_	y[15]$_DFF_P_	2.90	26
==> state kept, by name (all words and copies together), names as in the netlist <==
name	flops
a	15
b	15
y	16
==> worst register-to-register path: cells and delay by family, from the launching register on <==
| family | cells | cell delay [ns] |
|---|---|---|
| adders and majority gates | 6 | 2.75 |
| buffers and inverters | 6 | 0.60 |
| DFF | 1 | 0.39 |
| and+or+nand+nor | 6 | 1.00 |
| AOI/OAI and AO/OA | 7 | 1.07 |
| xor gates and xnor gates | 1 | 0.13 |
==> per-stage QoR <==
| stage | util, % | total power [uW] | std cells | hold WS [ns] |
|---|---|---|---|---|
| 3_3_place_gp | 47.37 | 1134 | 543 | 0.4501 |
| 2_1_floorplan | - | 956.3 | 389 | 0.4324 |
| 4_1_cts | 48.42 | 1286 | 551 | 0.4743 |
| 3_5_place_dp | 47.37 | 1140 | 543 | 0.4484 |
| 6_report | 48.42 | 1262 | 551 | 0.4628 |
| 5_1_grt | 48.42 | 1418 | 551 | 0.5146 |
==> layout make-up <==
cell class	count	area (sq um)	area share (%)
inverter	73	274.0	6.153
clock inverter	3	27.53	0.6182
sequential	46	920.9	20.68
multi-input combinational	266	2555	57.38
timing repair buffer	47	467.9	10.51
tap	111	138.9	3.119
clock buffer	5	68.82	1.545
==> cells in the mapped netlist (all sizes together) (2+ instances only) <==
master	number	area share [%]
ha	49	16
nor3	9	1.3
nand2b	2	0.33
o21a	2	0.40
fa	37	20
o211ai	3	0.96
nand3	7	0.92
a2111oi	2	0.63
mux2	2	0.59
xnor2	16	3.7
buf	3	0.89
o21ai	5	0.66
nor2	14	1.4
mux2i	3	0.79
a211oi	2	0.40
or2	2	0.33
o2111ai	2	0.46
a21oi	15	2.1
nor2b	2	0.53
a21o	7	1.4
xor2	9	2.1
dfxtp	46	24
and2	33	5.5
o21bai	4	0.79
and3	5	0.92
nand2	19	1.9
inv	73	7.2
==> kinds of logic after synthesis <==
kind of cell	count (synthesis)
fa+ha+maj	86
simple gates	98
xor+xnor	25
flops	46
compound gates	52
buf+inv	77
mux	5
==> power by group <==
| group | switching (uW) | internal (uW) |
|---|---|---|
| combinational | 449 | 409 |
| sequential | 15.8 | 252 |
| clock | 78.1 | 58.2 |
| total | 543 | 719 |
Power and IR drop assume default switching activity.
